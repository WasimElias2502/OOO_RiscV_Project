==> /design/flow/design.v <==
interface RS_SCHEDULER_IF;
endinterface
module COUNTER #(
	parameter WIDTH = 4  
)(
	input  logic         clk,   
	input  logic         reset, 
	input  logic         en,    
	input  logic		 init_cntr,
	output logic [WIDTH-1:0] count  
);
	always_ff @(posedge clk, posedge reset) begin
		if (reset) begin
			count <= {WIDTH{1'b0}}; 
		end
		else if (init_cntr) begin
			count <= {WIDTH{1'b0}};
		end
		else if (en) begin
			count <= count + 1'b1;
		end
	end
endmodule
==> /design/flow/run.sh <==
#!/bin/bash
# OpenROAD 26Q1-2900-gdf79404cd8, Yosys 0.63+post, stock flow scripts
make -C /OpenROAD-flow-scripts/flow DESIGN_CONFIG=/design/flow/config.mk WORK_HOME=/design/flow/orfs finish
==> /design/flow/config.mk <==
export PLATFORM = sky130hd
export DESIGN_NAME = COUNTER
export DESIGN_NICKNAME = COUNTER
export VERILOG_FILES = /design/flow/design.v
export SDC_FILE = /design/flow/constraint.sdc
export NUM_CORES = 4
export LEC_CHECK = 1
export CORE_AREA = 10 10 70 70
export DIE_AREA = 0 0 80 80
==> /design/flow/constraint.sdc <==
current_design COUNTER

set clk_period 1.7
set clk_io_pct 0.2

create_clock -name clk0 -period $clk_period [get_ports {clk}]

set non_clock_inputs [all_inputs -no_clocks]
set_input_delay [expr $clk_period * $clk_io_pct] -clock clk0 $non_clock_inputs
set_output_delay [expr $clk_period * $clk_io_pct] -clock clk0 [all_outputs]
==> flow_metrics.tcl <==
# collected from the flow reports
set metrics [dict create \
    status "complete, no violations" \
    cts_hold_buf 0 \
    grt_max_degree 6 \
    cts_buffers 3 \
    hold_class "in -> async" \
    worst-path-buf-inv 1 \
    regArea_um2 100 \
    drive_above_1_share_pct 21.4 \
    startpoint_type "flop" \
    reg2reg_depth 3 \
    cts_resized 0 \
    grt.total_usage_pct 1.65 \
    via_per_inst 2.05 \
    largest_register "count" \
    fin_crit_sh_pct 86.4 \
    avgSynthCellArea_um2 11.6 \
    wl_met3_um 96 \
    drc_errors 0 \
    cts_tree "yes" \
    antenna_found_initial 0 \
    io_pins 8 \
    leakagePower_nw 0.146 \
    h-tree-depth 1 \
    drt_pre_antenna_iters 2 \
    fp.dieW_um 80 \
    endpoint "count[0]" \
    netlist_instances 17 \
    crit_family "buffers and inverters" \
    cts.sinks 4 \
    warning_count 25 \
    final_hold_viol_count 0 \
    path_depth 1 \
    vias 152 \
    critPathSlowestCell "clkdlybuf4s50_1" \
    ys.flops 4 \
    ys_seq_share_pct 51.0 \
    worst_slew_pin_slew_ns 0.188 \
    max_freq_mhz 681 \
    wirelength_um 515 \
    required_ns 1.36 \
    grt.overflow.total 0 \
    worstSetupStartpoint "count[0]" \
    logic_area_um2 92.6 \
    end_kind "primary output" \
    area_growth_pct 80.3 \
    ys_warn_count 1 \
    cts_root_buffer "clkbuf_4" \
    power_density_nw_per_um2 731 \
    die-area_um2 6400 \
    wl_met2_um 133 \
    core.rowCount 21 \
    wl_met1_um 285 \
    crit_path_max_fanout 4 \
    top_regs "count x4" \
    timing.rr.start "count[0]" \
    fillers 401 \
    worstPathArrival_ns 1.13 \
    clk_latency_ns 0.23 \
    floorplanUtilization_pct 5.75 \
    crit_type "reg -> out" \
    synth_area_um2 196 \
    largest_reg_flops 4 \
    setup_viol 0 \
    io_buffer_count 7 \
    coreArea_um2 3420 \
    relSlewSlack_pct 87.4 \
    post_cts_buffers 0 \
    ir_worst_vdd_mv 0.135 \
    detail-route-antenna-nets 0 \
    drv_cap 0 \
    finClkSkew_ns 0.00141 \
    die-height_um 80 \
    whs_ns 0.291 \
    yosysUniqueCellTypes 12 \
    grt_first_pass_wirelength_um 759 \
    critPathMaxStageDelay_ns 0.49 \
    clk_pin_slew_ns 0.04 \
    rsz0062_at_grt "no" \
    fin_tns_setup_ns 0 \
    antenna_cells 0 \
    grt_pass1_vias 146 \
    fin_crit_ns 1.47 \
    yosys_cells 17 \
    drtIter0Drc 42 \
    yosysChipArea_um2 196 \
    slew_viol_final 0 \
    top_layer_used "met3" \
    timing.rr.end "count[1]" \
    rrSetupSlack_ns 0.66 \
    max-clock-path-buffers 2 \
    gp_congestion 0.680 \
    cp_cell_sequence "clkdlybuf4s50_1" \
    routedWlPerCell_um 6.96 \
]
-- synthesized netlist by cell type --
master	n	area share (%)
nand4_1	1	3.2
inv_1	1	1.9
dfrtp_1	4	51
mux2i_1	1	5.1
xnor2_1	1	4.5
a21bo_2	1	5.1
nor2_1	3	5.7
a21oi_1	1	2.5
mux2_4	1	7.6
nor2b_1	1	3.2
ha_1	1	6.4
nand3b_1	1	3.8
-- report_power, final --
part	internal, mW	leakage (nW)	total, mW	switching [mW]
clock	0.0790	0.0138	0.118	0.0387
sequential	0.101	0.0544	0.106	0.00560
combinational	0.0229	0.0775	0.0349	0.0120
total	0.203	0.146	0.259	0.0562
-- per-stage QoR --
| stage | setup WS [ns] | util [%] | total power [mW] | cells | cell area, µm² |
|---|---|---|---|---|---|
| CTS | 0.228 | 10.4 | 0.266 | 74 | 354 |
| detailed placement | 0.304 | 9.71 | 0.143 | 71 | 332 |
| finish | 0.232 | 10.4 | 0.259 | 74 | 354 |
| global route | 0.209 | 10.4 | 0.277 | 74 | 354 |
| floorplan | 0.753 | - | 0.118 | 17 | 196 |
| global placement | 0.281 | 9.71 | 0.141 | 71 | 332 |
-- final cells by class --
class	count	area share (%)
multi-input combinational	12	26.1
inverter	1	1.06
clock buffer	3	6.36
tap	46	16.3
timing repair buffer	8	21.9
sequential	4	28.3
-- kinds of logic after synthesis --
family	Yosys count	share of synthesized area [%]
AND-OR/OR-AND	2	7.64
XOR/XNOR	1	4.46
adder cells (fa/ha/maj)	1	6.37
buffers and inverters	1	1.91
flip-flops	4	51.0
multiplexers	2	12.7
AND/OR/NAND/NOR	6	15.9
-- placed cells by master, fill, tap and decap left out, types with 3 or more instances in the layout --
cell type	synthesis	final
clkbuf_4	0	3
dfrtp_1	4	4
nor2_1	3	3
clkdlybuf4s50_1	0	7
-- worst min-delay path by stage --
| stage | startpoint | end |
|---|---|---|
| 6_report | reset | count[3] |
| 4_1_cts | reset | count[3] |
| 5_1_grt | reset | count[3] |
-- metal layers --
metal	vias up	global-route usage [%]
li1	82	-
met1	61	2.20
met2	9	1.28
met3	0	2.27
met4	0	0.352
met5	-	0
Power is estimated from default activity; no workload was simulated.

`flow/config.mk`:
```
export PLATFORM = sky130hd
export DESIGN_NAME = DFF
export DESIGN_NICKNAME = DFF
export VERILOG_FILES = /design/flow/design.v
export SDC_FILE = /design/flow/constraint.sdc
export NUM_CORES = 4
export LEC_CHECK = 1
export CORE_AREA = 10 10 70 70
export DIE_AREA = 0 0 80 80
```
`flow/run.sh`:
```
#!/bin/bash
# OpenROAD 26Q1-2900-gdf79404cd8, Yosys 0.63+post, stock flow scripts
make -C /OpenROAD-flow-scripts/flow DESIGN_CONFIG=/design/flow/config.mk WORK_HOME=/design/flow/orfs finish
```
`flow/design.v`:
```
interface RS_SCHEDULER_IF;
endinterface
(* verilator_dpi = "off", verdiHierarchyHide = 1 *)
module DFF #(
	parameter WIDTH = 8   
) (
	input  logic              clk,
	input  logic              rst,      
	input  logic              enable,   
	input  logic [WIDTH-1:0]  in,
	output logic [WIDTH-1:0]  out
);
	always_ff @(posedge clk or posedge rst) begin
		if (rst)
			out <= '0;        
		else if (enable)
			out <= in;        
	end
endmodule
```
`flow/constraint.sdc`:
```
current_design DFF

set clk_period 1.1
set clk_io_pct 0.2

create_clock -name clk0 -period $clk_period [get_ports {clk}]

set non_clock_inputs [all_inputs -no_clocks]
set_input_delay [expr $clk_period * $clk_io_pct] -clock clk0 $non_clock_inputs
set_output_delay [expr $clk_period * $clk_io_pct] -clock clk0 [all_outputs]
```
==> flow_metrics.tcl <==
# collected from the flow reports
set metrics [dict create \
    drive_above_1_share_pct 41.3 \
    holdWs_ns 0.227 \
    netlist_instances 18 \
    end_kind "output pin" \
    first_global_vias 273 \
    fin_crit_sh_pct 96.3 \
    fill_cells 384 \
    regMostFlops "out" \
    lay_top_cells "clkdlybuf4s50_1 (10), mux2_4 (8), dfrtp_1 (8)" \
    finalHoldViolations 0 \
    cts-root-buf "clkbuf_4" \
    synthToLayoutAreaGrowth_pct 95.5 \
    dr.first_iter.drc_count 16 \
    die_w_um 80 \
    criticalPathCategory "flop to output pin" \
    leakagePower_nw 0.298 \
    postRouteAntennaNets 0 \
    cp.required_ns 0.88 \
    ctsHtreeMaxLevel 1 \
    p_per_area_nw_per_um2 1120 \
    place.gp.congestion 0.723 \
    max-slew-margin-rel_pct 80.4 \
    cp_top_family "flip-flops" \
    die_y_um 80 \
    crit_buf_inv 1 \
    ys_types 4 \
    ioPinCount 19 \
    numPortBuffers 18 \
    slew_violations 0 \
    synth_seq_share_pct 59.7 \
    clkPwrFrac_pct 28.6 \
    antenna-diode-count 0 \
    ys_cells 18 \
    seq_power_share_pct 46.4 \
    dr_total_vias 243 \
    slowest_delay_ns 0.36 \
    wl_per_cell_um 10.2 \
    mostFrequentLayoutCell "clkdlybuf4s50_1" \
    stdcell_count 92 \
    largest_reg_flops 8 \
    crit_fanout 2 \
    die-area_um2 6400 \
    p_comb_share_pct 24.9 \
    rsz0062_at_grt "no" \
    maxCapViolations 0 \
    clock_path_buffers 2 \
    final-setup-viol-count 0 \
    cell_internal_pwr_mw 0.592 \
    syn_area_um2 335 \
    path_cells "dlygate4sd2_1" \
    cpMaxStageDelayCell "dfrtp_1" \
    design_area_um2 656 \
    core_um2 3420 \
    ir_worst_vdd_mv 0.181 \
    finalCriticalPeriod_ns 1.06 \
    clk_latency_ns 0.24 \
    ys_chip_area_um2 335 \
    logic_area_um2 120 \
    grt_use_total_pct 2.96 \
    cts.sinks 8 \
    rrSetupSlack_ns 0.12 \
    r2r-end "out[1]" \
    drc 0 \
    swShare_pct 19.3 \
    startpoint_type "flop" \
    grt_first_pass_wirelength_um 1460 \
    r2r_cells 3 \
    cts_made_buffers 3 \
    grt-ovfl-total 0 \
    path_clk_slew_ns 0.05 \
    wirelength_um 934 \
    finClkSkew_ns 0 \
    drtPass1Iterations 2 \
    cts_tree "built" \
    hp-class "input port to async pin" \
    row_count 21 \
    ys_warn_count 1 \
    worst_pin_slew_ns 0.293 \
    syn_area_per_cell_um2 18.6 \
    reg.largest.list "out (8)" \
    seqCellArea_um2 200 \
    fp_util_pct 9.82 \
    grt_antenna_before_repair 0 \
    final.setup.tns_ns 0 \
    dp_cells 82 \
    grt_max_degree 9 \
    cp.arrival_ns 0.84 \
    fmax_mhz 944 \
    switchingPower_mw 0.141 \
    status "finished, final reports clean" \
    cts_hold_buffers 0 \
    r2r-start "out[1]" \
    dpl_cell_area_um2 582 \
    viasPerCell 2.64 \
    synth_flops 8 \
    warnings 25 \
]
-- layer usage --
| layer | GRT usage (%) | wire length (µm) | vias to the layer above | share of wire, % |
|---|---|---|---|---|
| met1 | 3.38 | 362 | 114 | 39 |
| met5 | 0 | 0 | - | 0 |
| met3 | 0.909 | 72 | 2 | 7.7 |
| met4 | 1.41 | 41 | 0 | 4.4 |
| met2 | 4.90 | 458 | 11 | 49 |
| li1 | - | - | 116 | - |
-- per-stage QoR --
stage | setup WS (ns) | total power [mW] | utilization [%]
CTS | 0.00149 | 0.728 | 18.4
global placement | -0.188 | 0.507 | 17.0
global route | 0.00552 | 0.779 | 19.2
finish | 0.0407 | 0.734 | 19.2
detailed placement | -0.196 | 0.508 | 17.0
floorplan | 0.338 | 0.397 | -
-- final cells by class --
class | instances | area share, %
Sequential cell | 8 | 30.5
Clock buffer | 3 | 3.44
Inverter | 1 | 0.573
Timing Repair Buffer | 26 | 38.4
Tap cell | 46 | 8.78
Multi-Input combinational cell | 8 | 18.3
-- cells in the mapped netlist, drive strengths merged --
cell	n	area (µm²)
dfrtp	8	200
mux2	8	120
buf	1	11.3
inv	1	3.75
-- logic make-up (layout without fill, tap and decap cells) --
group,count (synthesis),after routing,synth area share [%]
buf+inv,2,30,4.48
flops,8,8,59.7
mux,8,8,35.8
-- worst max path at each step --
stage	endpoint	from	cells past startpoint	slack [ns]
after CTS	out[6]	out[6]	1	0.001
after global routing	out[2]	out[2]	1	0.006
final	out[2]	out[2]	1	0.04
-- power by group through the flow --
stage,registers (mW),logic (mW),clock network [mW]
4_1_cts,0.340,0.167,0.220
5_1_grt,0.345,0.198,0.236
6_report,0.341,0.183,0.210
-- timing repair --
action                     CTS  global route
setup buffers                4             3
setup endpoints to repair    8             5
gates resized               11             4
cloned                       0             0
Power figures rest on the tool's default switching activity, not on a simulated workload.
